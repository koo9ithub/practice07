==> ./design.v <==
module	nco(	
		o_gen_clk,
		i_nco_num,
		clk,
		rst_n);
output		o_gen_clk	;	 
input	[31:0]	i_nco_num	;
input		clk		;	 
input		rst_n		;
reg	[31:0]	cnt		;
reg		o_gen_clk	;
always @(posedge clk or negedge rst_n) begin
	if(rst_n == 1'b0) begin
		cnt		<= 32'd0;
		o_gen_clk	<= 1'd0	;
	end else begin
		if(cnt >= i_nco_num/2-1) begin
			cnt 	<= 32'd0;
			o_gen_clk	<= ~o_gen_clk;
		end else begin
			cnt <= cnt + 1'b1;
		end
	end
end
endmodule
module	fnd_dec(
		o_seg,
		i_num);
output	[6:0]	o_seg		;	 
input	[3:0]	i_num		;
reg	[6:0]	o_seg		;
always @(i_num) begin 
 	case(i_num) 
 		4'd0 : o_seg = 7'b111_1110	; 
 		4'd1 : o_seg = 7'b011_0000	; 
 		4'd2 : o_seg = 7'b110_1101	; 
 		4'd3 : o_seg = 7'b111_1001	; 
 		4'd4 : o_seg = 7'b011_0011	; 
 		4'd5 : o_seg = 7'b101_1011	; 
 		4'd6 : o_seg = 7'b101_1111	; 
 		4'd7 : o_seg = 7'b111_0000	; 
 		4'd8 : o_seg = 7'b111_1111	; 
 		4'd9 : o_seg = 7'b111_0011	; 
		default : o_seg = 7'b000_0000	; 
	endcase 
end
endmodule
module	double_fig_sep(
		o_left,
		o_right,
		i_double_fig);
output	[3:0]	o_left		;
output	[3:0]	o_right		;
input	[5:0]	i_double_fig	;
assign		o_left	= i_double_fig / 10	;
assign		o_right	= i_double_fig % 10	;
endmodule
module	led_disp(
		o_seg,
		o_seg_dp,
		o_seg_enb,
		i_six_digit_seg,
		i_six_dp,
		clk,
		rst_n);
output	[5:0]	o_seg_enb		;
output		o_seg_dp		;
output	[6:0]	o_seg			;
input	[41:0]	i_six_digit_seg		;
input	[5:0]	i_six_dp		;
input		clk			;
input		rst_n			;
wire		gen_clk		;
nco		u_nco(
		.o_gen_clk	( gen_clk	),
		.i_nco_num	( 32'd5000	),
		.clk		( clk		),
		.rst_n		( rst_n		));
reg	[3:0]	cnt_common_node	;
always @(posedge gen_clk or negedge rst_n) begin
	if(rst_n == 1'b0) begin
		cnt_common_node <= 4'd0;
	end else begin
		if(cnt_common_node >= 4'd5) begin
			cnt_common_node <= 4'd0;
		end else begin
			cnt_common_node <= cnt_common_node + 1'b1;
		end
	end
end
reg	[5:0]	o_seg_enb		;
always @(cnt_common_node) begin
	case (cnt_common_node)
		4'd0 : o_seg_enb = 6'b111110;
		4'd1 : o_seg_enb = 6'b111101;
		4'd2 : o_seg_enb = 6'b111011;
		4'd3 : o_seg_enb = 6'b110111;
		4'd4 : o_seg_enb = 6'b101111;
		4'd5 : o_seg_enb = 6'b011111;
	endcase
end
reg		o_seg_dp		;
always @(cnt_common_node) begin
	case (cnt_common_node)
		4'd0 : o_seg_dp = i_six_dp[0];
		4'd1 : o_seg_dp = i_six_dp[1];
		4'd2 : o_seg_dp = i_six_dp[2];
		4'd3 : o_seg_dp = i_six_dp[3];
		4'd4 : o_seg_dp = i_six_dp[4];
		4'd5 : o_seg_dp = i_six_dp[5];
	endcase
end
reg	[6:0]	o_seg			;
always @(cnt_common_node) begin
	case (cnt_common_node)
		4'd0 : o_seg = i_six_digit_seg[6:0];
		4'd1 : o_seg = i_six_digit_seg[13:7];
		4'd2 : o_seg = i_six_digit_seg[20:14];
		4'd3 : o_seg = i_six_digit_seg[27:21];
		4'd4 : o_seg = i_six_digit_seg[34:28];
		4'd5 : o_seg = i_six_digit_seg[41:35];
	endcase
end
endmodule
module	hms_cnt(
		o_hms_cnt,
		o_max_hit,
		i_max_cnt,
		clk,
		rst_n);
output	[5:0]	o_hms_cnt		;
output		o_max_hit		;
input	[5:0]	i_max_cnt		;
input		clk			;
input		rst_n			;
reg	[5:0]	o_hms_cnt		;
reg		o_max_hit		;
always @(posedge clk or negedge rst_n) begin
	if(rst_n == 1'b0) begin
		o_hms_cnt <= 6'd0;
		o_max_hit <= 1'b0;
	end else begin
		if(o_hms_cnt >= i_max_cnt) begin
			o_hms_cnt <= 6'd0;
			o_max_hit <= 1'b1;
		end else begin
			o_hms_cnt <= o_hms_cnt + 1'b1;
			o_max_hit <= 1'b0;
		end
	end
end
endmodule
module  debounce(
		o_sw,
		i_sw,
		clk);
output		o_sw			;
input		i_sw			;
input		clk			;
reg		dly1_sw			;
always @(posedge clk) begin
	dly1_sw <= i_sw;
end
reg		dly2_sw			;
always @(posedge clk) begin
	dly2_sw <= dly1_sw;
end
assign		o_sw = dly1_sw | ~dly2_sw;
endmodule
module	controller(
		o_mode,
		o_position1,
		o_position2,
		o_sec_clk,
		o_min_clk,
		o_hour_clk,
		i_max_hit_sec,
		i_max_hit_min,
		i_max_hit_hour,
		i_sw0,
		i_sw1,
		i_sw2,
		i_sw3,
		clk,
		rst_n);
output		o_mode			;
output		o_position1		;
output		o_position2		;
output		o_sec_clk		;
output		o_min_clk		;
output		o_hour_clk		;
input		i_max_hit_sec		;
input		i_max_hit_min		;
input		i_max_hit_hour		;
input		i_sw0			;
input		i_sw1			;
input		i_sw2			;
input		i_sw3			;
input		clk			;
input		rst_n			;
parameter	MODE_CLOCK = 1'b0	;
parameter	MODE_SETUP = 1'b1	;
parameter	POS_SEC = 2'b00		;
parameter	POS_MIN	= 2'b01		;
parameter	POS_HOUR = 2'b00	;
wire		clk_100hz		;
nco		u0_nco(
		.o_gen_clk	( clk_100hz	),
		.i_nco_num	( 32'd500000	),
		.clk		( clk		),
		.rst_n		( rst_n		));
wire		sw0			;
debounce	u0_debounce(
		.o_sw		( sw0		),
		.i_sw		( i_sw0		),
		.clk		( clk_100hz	));
wire		sw1			;
debounce	u1_debounce(
		.o_sw		( sw1		),
		.i_sw		( i_sw1		),
		.clk		( clk_100hz	));
wire		sw2			;
debounce	u2_debounce(
		.o_sw		( sw2		),
		.i_sw		( i_sw2		),
		.clk		( clk_100hz	));
wire		sw3			;
debounce	u3_debounce(
		.o_sw		( sw3		),
		.i_sw		( i_sw3		),
		.clk		( clk_100hz	));
reg		o_mode			;
always @(posedge sw0 or negedge rst_n) begin
	if(rst_n == 1'b0) begin
		o_mode <= MODE_CLOCK;
	end else begin
		o_mode <= o_mode + 1'b1;
	end
end
reg		o_position1		;
reg		o_position2		;
always @(posedge sw1 or negedge rst_n) begin
		if(rst_n == 1'b0) begin
			o_position1 <= POS_SEC;
		end else begin
			o_position1 <= o_position1 + 1'b1;
		end
end
always @(posedge sw3 or negedge rst_n) begin
		if(rst_n == 1'b0) begin
			o_position2 <= POS_MIN;
		end else begin
			o_position2 <= o_position2 + 1'b1;
		end
end
wire		clk_1hz			;
nco		u1_nco(
		.o_gen_clk	( clk_1hz	),
		.i_nco_num	( 32'd50000000	),
		.clk		( clk		),
		.rst_n		( rst_n		));
reg		o_sec_clk		;
reg		o_min_clk		;
reg		o_hour_clk		;
always @(*) begin
	case(o_mode)
		MODE_CLOCK : begin
			o_sec_clk = clk_1hz;
			o_min_clk = i_max_hit_sec;
			o_hour_clk = i_max_hit_min;
		end
		MODE_SETUP : begin
			case(o_position1 & o_position2)
				POS_SEC : begin
					o_sec_clk = ~sw2;
					o_min_clk = 1'b0;
					o_hour_clk = 1'b0;
				end
				POS_MIN : begin
					o_sec_clk = 1'b0;
					o_min_clk = ~sw2;
					o_hour_clk = 1'b0;
				end
				POS_HOUR : begin
					o_sec_clk = 1'b0;
					o_min_clk = 1'b0;
					o_hour_clk = ~sw2 ;
				end
			endcase
		end
	endcase
end
endmodule
module	minsec(	o_sec,
		o_min,
		o_hour,
		o_max_hit_sec,
		o_max_hit_min,
		o_max_hit_hour,
		i_sec_clk,
		i_min_clk,
		i_hour_clk,
		clk,
		rst_n);
output	[5:0]	o_sec		;
output	[5:0]	o_min		;
output	[5:0]	o_hour		;
output		o_max_hit_sec	;
output		o_max_hit_min	;
output		o_max_hit_hour	;
input		i_sec_clk	;
input		i_min_clk	;
input		i_hour_clk	;
input		clk		;
input		rst_n		;
hms_cnt		u0_hms_cnt(
		.o_hms_cnt	( o_sec		),
		.o_max_hit	( o_max_hit_sec	),
		.i_max_cnt	( 6'd59		),
		.clk		( i_sec_clk	),
		.rst_n		( rst_n		));
hms_cnt		u1_hms_cnt(
		.o_hms_cnt	( o_min		),
		.o_max_hit	( o_max_hit_min	),
		.i_max_cnt	( 6'd59		),
		.clk		( i_min_clk	),
		.rst_n		( rst_n		));
hms_cnt		u2_hms_cnt(
		.o_hms_cnt	( o_hour	),
		.o_max_hit	( o_max_hit_hour),
		.i_max_cnt	( 6'd11		),
		.clk		( i_hour_clk	),
		.rst_n		( rst_n		));
endmodule
module	top_hms_clock(
		o_seg_enb,
		o_seg_dp,
		o_seg,
		i_sw0,
		i_sw1,
		i_sw2,
		i_sw3,
		clk,
		rst_n);
output	[5:0]	o_seg_enb	;
output		o_seg_dp	;
output	[6:0]	o_seg		;
input		i_sw0		;
input		i_sw1		;
input		i_sw2		;
input		i_sw3		;
input		clk		;
input		rst_n		;
wire		o_hour_clk	;
wire		o_min_clk	;
wire		o_sec_clk	;
wire		o_max_hit_min	;
wire		o_max_hit_sec	;
wire		o_max_hit_hour	;
wire	[5:0]	o_min		;
wire	[5:0]	o_sec		;
wire	[5:0]	o_hour		;
wire	[3:0]	o_left0		;
wire	[3:0]	o_right0	;
wire	[3:0]	o_left1		;
wire	[3:0]	o_right1	;
wire	[3:0]	o_left2		;
wire	[3:0]	o_right2	;
wire	[6:0]	o_seg0		;
wire	[6:0]	o_seg1		;
wire	[6:0]	o_seg2		;
wire	[6:0]	o_seg3		;
wire	[6:0]	o_seg4		;
wire	[6:0]	o_seg5		;
wire	[41:0]	six_digit_seg	;
assign		six_digit_seg = { o_seg4, o_seg5, o_seg2, o_seg3, o_seg0, o_seg1 } ;
controller	u_ctrl	(	.o_mode		(),
				.o_position1	(),
				.o_position2	(),
				.o_sec_clk	(	o_sec_clk	),
				.o_min_clk	(	o_min_clk	),
				.o_hour_clk	(	o_hour_clk	),
				.i_max_hit_sec	(	o_max_hit_sec	),
				.i_max_hit_min	(	o_max_hit_min	),
				.i_max_hit_hour	(	o_max_hit_hour	),
				.i_sw0		(	i_sw0		),
				.i_sw1		(	i_sw1		),
				.i_sw2		(	i_sw2		),
				.i_sw3		(	i_sw3		),
				.clk		(	clk		),
				.rst_n		(	rst_n		));
minsec		u_minsec(	.o_sec		(	o_sec		),
				.o_min		(	o_min		),
				.o_hour		(	o_hour		),
				.o_max_hit_sec	(	o_max_hit_sec	),
				.o_max_hit_min	(	o_max_hit_min	),
				.o_max_hit_hour	(	o_max_hit_hour	),
				.i_sec_clk	(	o_sec_clk	),
				.i_min_clk	(	o_min_clk	),
				.i_hour_clk	(	o_hour_clk	),
				.clk		(	clk		),
				.rst_n		(	rst_n		));
double_fig_sep	u0_dfs(		.o_left		(	o_left0		),
				.o_right	(	o_right0	),
				.i_double_fig	(	o_sec		));
double_fig_sep	u1_dfs(		.o_left		(	o_left1		),
				.o_right	(	o_right1	),
				.i_double_fig	(	o_min		));
double_fig_sep	u2_dfs(		.o_left		(	o_left2		),
				.o_right	(	o_right2	),
				.i_double_fig	(	o_hour		));
fnd_dec		u0_fnd_dec(	.o_seg		(	o_seg0		),
				.i_num		(	o_left0		));
fnd_dec		u1_fnd_dec(	.o_seg		(	o_seg1		),
				.i_num		(	o_right0	));
fnd_dec		u2_fnd_dec(	.o_seg		(	o_seg2		),
				.i_num		(	o_left1		));
fnd_dec		u3_fnd_dec(	.o_seg		(	o_seg3		),
				.i_num		(	o_right1	));
fnd_dec		u4_fnd_dec(	.o_seg		(	o_seg4		),
				.i_num		(	o_left2		));
fnd_dec		u5_fnd_dec(	.o_seg		(	o_seg5		),
				.i_num		(	o_right2	));
led_disp	u_led_disp(	.o_seg		(	o_seg		),
				.o_seg_dp	(	o_seg_dp	),
				.o_seg_enb	(	o_seg_enb	),
				.i_six_digit_seg(	six_digit_seg	),
				.i_six_dp	(	6'h0		),
				.clk		(	clk		),
				.rst_n		(	rst_n		));
endmodule
==> ./run.sh <==
#!/bin/bash
# OpenROAD 26Q1-2900-gdf79404cd8, Yosys 0.63+post, stock flow scripts
make -C /OpenROAD-flow-scripts/flow DESIGN_CONFIG=/design/flow/config.mk WORK_HOME=/design/flow/orfs finish
==> ./config.mk <==
export PLATFORM = sky130hd
export DESIGN_NAME = top_hms_clock
export DESIGN_NICKNAME = top_hms_clock
export VERILOG_FILES = /design/flow/design.v
export SDC_FILE = /design/flow/constraint.sdc
export NUM_CORES = 4
export LEC_CHECK = 1
export CORE_UTILIZATION = 30
==> ./constraint.sdc <==
current_design top_hms_clock

set clk_period 3.7
set clk_io_pct 0.2

create_clock -name clk0 -period $clk_period [get_ports {clk}]

set non_clock_inputs [all_inputs -no_clocks]
set_input_delay [expr $clk_period * $clk_io_pct] -clock clk0 $non_clock_inputs
set_output_delay [expr $clk_period * $clk_io_pct] -clock clk0 [all_outputs]
==> report_table.html <==
<h3>Flow metrics</h3>
<table>
<tr><th>Metric</th><th>Value</th></tr>
<tr><th colspan="2">Critical path</th></tr>
<tr><td>Worst R2R Path Depth</td><td>9</td></tr>
<tr><td>Worst reg2reg endpoint</td><td>u_ctrl.u1_nco.cnt[17]$_DFF_PN0_</td></tr>
<tr><td>Required arrival time at the worst endpoint</td><td>between 3 and 4 ns</td></tr>
<tr><td>Critical path data arrival time</td><td>~2.8 ns</td></tr>
<tr><td>Category of the worst setup path launch point</td><td>flip-flop</td></tr>
<tr><td>Largest driver fanout on the critical path</td><td>15</td></tr>
<tr><td>Element type at the critical path end</td><td>flip-flop</td></tr>
<tr><td>Origin of the critical flop-to-flop path</td><td>u_ctrl.u1_nco.cnt[0]$_DFF_PN0_</td></tr>
<tr><td>Setup slack on the worst flop-to-flop path</td><td>about 1.2 ns</td></tr>
<tr><td>Setup Crit Path Kind</td><td>flip-flop to flip-flop</td></tr>
<tr><th colspan="2">Detailed routing</th></tr>
<tr><td>Total Routed Length</td><td>roughly 14000 um</td></tr>
<tr><td>Drt drc</td><td>0</td></tr>
<tr><td>Vias per Instance</td><td>between 4 and 5</td></tr>
<tr><td>Router iterations before antenna repair</td><td>5</td></tr>
<tr><td>Total met2 wirelength after detailed routing</td><td>about 6100 um</td></tr>
<tr><td>Met1 routed wirelength after detailed routing</td><td>approximately 7200 um</td></tr>
<tr><td>Diodes inserted</td><td>0</td></tr>
<tr><td>Avg WL per Cell</td><td>11.4 um</td></tr>
<tr><td>Top routing layer used</td><td>met4</td></tr>
<tr><td>Via count</td><td>about 5600</td></tr>
<tr><td>Routed Antenna Nets</td><td>0</td></tr>
<tr><td>1st-iter DRT viols</td><td>around 340</td></tr>
<tr><td>Routed met3 length</td><td>approximately 380 um</td></tr>
<tr><th colspan="2">STA</th></tr>
<tr><td>Post-Route Setup TNS</td><td>0 ns</td></tr>
<tr><td>Final worst clock skew</td><td>around 0.011 ns</td></tr>
<tr><td>Setup repair after global routing missed its margin</td><td>false</td></tr>
<tr><td>Count of endpoints failing hold in the final timing report</td><td>0</td></tr>
<tr><td>Final clock period utilization by the worst path</td><td>roughly 69%</td></tr>
<tr><td>Number of register pins that no clock reaches</td><td>~48</td></tr>
<tr><td>Period minus WS final</td><td>around 2.5 ns</td></tr>
<tr><td>Highest clock frequency the design can meet</td><td>393 MHz</td></tr>
<tr><td>Number of endpoints failing setup at the final stage</td><td>0</td></tr>
<tr><td>Slew at the pin closest to its max-slew limit</td><td>approximately 0.73 ns</td></tr>
<tr><td>Worst slew margin relative to its limit</td><td>about half</td></tr>
<tr><td>Max-slew violation count</td><td>0</td></tr>
<tr><td>Count of endpoints without a timing constraint</td><td>between 50 and 60</td></tr>
<tr><th colspan="2">Logic synthesis</th></tr>
<tr><td>Synth Register Bits</td><td>~150</td></tr>
<tr><td>Biggest area contributors in the synthesized netlist</td><td>sky130_fd_sc_hd__dfrtp_1 (39%), sky130_fd_sc_hd__ha_1 (8.8%), sky130_fd_sc_hd__nor2_1 (4.8%)</td></tr>
<tr><td>Count of instantiated cells in the yosys netlist</td><td>approximately 820</td></tr>
<tr><td>Cell Area, Synth</td><td>7940 um^2</td></tr>
<tr><td>Cells after synthesis</td><td>a little over 800</td></tr>
<tr><td>Flip-flops with a built-in enable</td><td>0</td></tr>
<tr><td>Proportion of synthesized flip-flops having asynchronous set or reset</td><td>a little under nine tenths</td></tr>
<tr><td>Top-area cell type share of the netlist area</td><td>39.4%</td></tr>
<tr><td>Count of cell types in the netlist</td><td>just over 90</td></tr>
<tr><td>Cell type with the highest aggregate area in the netlist</td><td>sky130_fd_sc_hd__dfrtp_1</td></tr>
<tr><td>Chip area from the yosys synthesis statistics</td><td>about 8000 um^2</td></tr>
<tr><td>Synth warn</td><td>6</td></tr>
<tr><td>Top FF cell, synth</td><td>sky130_fd_sc_hd__dfrtp_1</td></tr>
<tr><td>Syn_area_per_cell</td><td>between 9 and 10 um^2</td></tr>
<tr><th colspan="2">Place</th></tr>
<tr><td>GP Congestion</td><td>0.869</td></tr>
<tr><td>Dpl cells</td><td>1196</td></tr>
<tr><td>HPWL Detailed</td><td>just over 10000 um</td></tr>
<tr><td>Port Buf Inserts</td><td>18</td></tr>
<tr><th colspan="2">Die</th></tr>
<tr><td>Count of standard-cell rows</td><td>approximately 59</td></tr>
<tr><td>Horizontal die size</td><td>165 um</td></tr>
<tr><td>Die boundary height</td><td>between 150 and 200 um</td></tr>
<tr><td>Total die size</td><td>27100 um^2</td></tr>
<tr><td>Fp util</td><td>a little under a third</td></tr>
<tr><td>Core region area</td><td>about 26000 um^2</td></tr>
<tr><td>Number of top-level pins</td><td>20</td></tr>
<tr><th colspan="2">Run</th></tr>
<tr><td>Max-cap violation count</td><td>0</td></tr>
<tr><td>Tool warning count</td><td>between 60 and 70</td></tr>
<tr><th colspan="2">Hold path</th></tr>
<tr><td>WHS Path Cells</td><td>1</td></tr>
<tr><td>Worst Hold Path EP</td><td>u_ctrl.u0_nco.cnt[0]$_DFF_PN0_</td></tr>
<tr><td>Worst min-delay path startpoint</td><td>u_ctrl.u0_nco.cnt[0]$_DFF_PN0_</td></tr>
<tr><td>Worst Hold Class</td><td>flip-flop to flip-flop</td></tr>
<tr><th colspan="2">Pwr</th></tr>
<tr><td>Power per standard cell area</td><td>roughly 240 nW/um^2</td></tr>
<tr><td>Pleak</td><td>3.81 nW</td></tr>
<tr><td>Peak supply drop</td><td>0.000240 V</td></tr>
<tr><th colspan="2">Clock tree</th></tr>
<tr><td>Clock network latency to the later pin of the worst-skew pair</td><td>0.34 ns</td></tr>
<tr><td>CTS Hold Bufs</td><td>0</td></tr>
<tr><td>Number of buffers inserted during clock tree synthesis</td><td>9</td></tr>
<tr><td>Count of buffers added by post-CTS timing repair for setup</td><td>0</td></tr>
<tr><td>TritonCTS clock tree</td><td>done</td></tr>
<tr><td>Clock-pin slew on the worst setup and hold paths</td><td>approximately 0.07 ns</td></tr>
<tr><td>Count of instances resized after the clock tree is built</td><td>0</td></tr>
<tr><td>Deepest level of the CTS H-tree</td><td>3</td></tr>
<tr><td>Library cell used as clock root buffer</td><td>sky130_fd_sc_hd__clkbuf_16</td></tr>
<tr><td>Clk buf depth</td><td>2</td></tr>
<tr><th colspan="2">Global routing</th></tr>
<tr><td>Wire length of the first global-routing pass</td><td>roughly 24000 um</td></tr>
<tr><td>Global-route total usage across every layer</td><td>a little over a tenth</td></tr>
<tr><td>Largest net degree at the start of global routing</td><td>between 60 and 70</td></tr>
<tr><td>Number of antenna violations at the first check in global routing</td><td>0</td></tr>
<tr><td>Total overflow reported by the global router</td><td>0</td></tr>
<tr><td>Vias in the first global route</td><td>between 5000 and 6000</td></tr>
<tr><th colspan="2">Finish</th></tr>
<tr><td>Most frequent cells in the layout</td><td>sky130_fd_sc_hd__dfrtp_1 (125), sky130_fd_sc_hd__nor2_1 (102), sky130_fd_sc_hd__nand2_1 (60)</td></tr>
<tr><td>Most common library cell in the layout ignoring fill and taps</td><td>sky130_fd_sc_hd__dfrtp_1</td></tr>
<tr><td>Relative area change from synthesis to final layout</td><td>12.0%</td></tr>
<tr><td>Share of final-layout standard cells stronger than drive strength 1</td><td>approximately 5.6%</td></tr>
<tr><td>Fill count</td><td>between 2000 and 3000</td></tr>
<tr><td>Post-Layout Cell Count</td><td>approximately 1200</td></tr>
<tr><th colspan="2">Status</th></tr>
<tr><td>Outcome</td><td>complete, no violations</td></tr>
</table>
## routing by layer
metal | vias up | global-route usage, %
met5 | - | 0
met3 | 6 | 1.13
met2 | 84 | 16.7
met4 | 0 | 0.751
li1 | 2932 | -
met1 | 2614 | 17.7
## Yosys cell counts, types with 3 or more instances
cell / count
sky130_fd_sc_hd__nor3_1: 10
sky130_fd_sc_hd__a31oi_1: 11
sky130_fd_sc_hd__o21ai_2: 3
sky130_fd_sc_hd__o21ai_1: 5
sky130_fd_sc_hd__buf_6: 5
sky130_fd_sc_hd__clkbuf_1: 10
sky130_fd_sc_hd__nand4_1: 12
sky130_fd_sc_hd__and3_1: 13
sky130_fd_sc_hd__o2111ai_1: 4
sky130_fd_sc_hd__o21a_1: 11
sky130_fd_sc_hd__ha_1: 56
sky130_fd_sc_hd__dlxtn_1: 13
sky130_fd_sc_hd__nand2_1: 60
sky130_fd_sc_hd__o22ai_1: 3
sky130_fd_sc_hd__or3_1: 5
sky130_fd_sc_hd__o211ai_1: 8
sky130_fd_sc_hd__xor2_1: 33
sky130_fd_sc_hd__or2_2: 8
sky130_fd_sc_hd__a21oi_1: 35
sky130_fd_sc_hd__dfxtp_1: 8
sky130_fd_sc_hd__a22oi_1: 5
sky130_fd_sc_hd__dfrtp_1: 125
sky130_fd_sc_hd__o21ai_0: 30
sky130_fd_sc_hd__inv_1: 39
sky130_fd_sc_hd__nor2_1: 102
sky130_fd_sc_hd__buf_2: 4
sky130_fd_sc_hd__nand2b_1: 13
sky130_fd_sc_hd__or4_1: 3
sky130_fd_sc_hd__xnor2_1: 26
sky130_fd_sc_hd__or2_1: 4
sky130_fd_sc_hd__nor4_1: 10
sky130_fd_sc_hd__and4_1: 7
sky130_fd_sc_hd__and2_1: 7
sky130_fd_sc_hd__a41oi_1: 3
sky130_fd_sc_hd__buf_4: 6
sky130_fd_sc_hd__nand3_1: 31
sky130_fd_sc_hd__a211oi_1: 5
sky130_fd_sc_hd__a21o_1: 3
sky130_fd_sc_hd__a32oi_1: 3
sky130_fd_sc_hd__nor2b_1: 14
sky130_fd_sc_hd__mux2i_1: 6
## cells by family after synthesis
kind of cell / count (synthesis) / synth area share (%)
AND-OR/OR-AND: 166 / 14.8
buffers and inverters: 65 / 3.89
adder cells (fa/ha/maj): 57 / 8.95
latches: 13 / 2.46
flip-flops: 134 / 41.7
AND/OR/NAND/NOR: 318 / 20.3
XOR/XNOR: 60 / 6.71
other: 1 / 0.0472
multiplexers: 8 / 1.04
## critical path, stage by stage (launching register included)
cell	delay, ns
sky130_fd_sc_hd__dfrtp_1	0.41
sky130_fd_sc_hd__ha_1	0.23
sky130_fd_sc_hd__nand3_1	0.12
sky130_fd_sc_hd__nor2_1	0.11
sky130_fd_sc_hd__o31a_1	0.28
sky130_fd_sc_hd__o21a_1	0.17
sky130_fd_sc_hd__o2111ai_1	0.17
sky130_fd_sc_hd__nand4_1	0.47
sky130_fd_sc_hd__buf_4	0.39
sky130_fd_sc_hd__nor2_1	0.12
## how the worst max path moves through the flow
stage,slack (ns),startpoint,to
CTS,1.15,u_ctrl.u1_nco.cnt[10]$_DFF_PN0_,u_ctrl.u1_nco.cnt[17]$_DFF_PN0_
global route,0.92,u_ctrl.u1_nco.cnt[0]$_DFF_PN0_,u_ctrl.u1_nco.cnt[11]$_DFF_PN0_
finish,1.15,u_ctrl.u1_nco.cnt[0]$_DFF_PN0_,u_ctrl.u1_nco.cnt[17]$_DFF_PN0_
## flip-flops by register name, summed over array words and instances, names as in the netlist, 4 cells and up
| register | count |
|---|---|
| u_minsec.u1_hms_cnt.o_hms_cnt | 6 |
| u_ctrl.u1_nco.cnt | 32 |
| u_ctrl.u0_nco.cnt | 32 |
| u_led_disp.u_nco.cnt | 32 |
| u_led_disp.o_seg_enb | 6 |
| u_minsec.u2_hms_cnt.o_hms_cnt | 6 |
| u_led_disp.cnt_common_node | 4 |
| u_led_disp.o_seg | 7 |
| u_minsec.u0_hms_cnt.o_hms_cnt | 6 |
## per-stage QoR
stage               util [%]  hold WS (ns)  instance area [um^2]  setup slack [ns]  total power [W]
floorplan                  -         0.433                  8100              1.57          0.00117
global route            34.2         0.493                  8890             0.915          0.00224
finish                  34.2         0.458                  8890              1.15          0.00215
detailed placement      33.0         0.455                  8580              1.17          0.00121
global placement        33.0         0.444                  8580              1.19          0.00121
CTS                     34.2         0.464                  8890              1.15          0.00219
## power by group
part           internal, W  leakage, nW  switching (W)
Sequential         0.00113         1.82     0.00000655
Clock             0.000589        0.148       0.000379
Combinational    0.0000109         1.85      0.0000402
## layout make-up
class | instances | area [um^2] | share of cell area, %
clock inverters | 6 | 88.8 | 0.999
multi-input cells | 653 | 4280 | 48.2
clock buffers | 9 | 225 | 2.53
repair buffers | 22 | 220 | 2.48
well taps | 335 | 419 | 4.71
inverters | 39 | 146 | 1.65
flip-flops and latches | 147 | 3510 | 39.5
No activity file was given, so power comes from the tool's default toggle rates.
